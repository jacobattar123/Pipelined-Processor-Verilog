### flow/constraint.sdc
current_design Register

set clk_period 1.0
set clk_io_pct 0.2

create_clock -name clk0 -period $clk_period [get_ports {Clk}]

set non_clock_inputs [all_inputs -no_clocks]
set_input_delay [expr $clk_period * $clk_io_pct] -clock clk0 $non_clock_inputs
set_output_delay [expr $clk_period * $clk_io_pct] -clock clk0 [all_outputs]
### flow/design.v
`timescale 1ns / 1ps
module Register#(parameter DW = 5)
          (input Clk, Rst, En,
          input [DW-1:0] Din,
          output reg [DW-1:0]Dout);
always @( posedge Clk) 
    begin
        if (Rst) Dout <= 0;
        else begin
            if (!En) Dout <= Dout;
            else Dout <= Din;
        end       
    end       
endmodule
### flow/run.sh
#!/bin/bash
# OpenROAD 26Q1-2900-gdf79404cd8, Yosys 0.63+post, stock flow scripts
make -C /OpenROAD-flow-scripts/flow DESIGN_CONFIG=/design/flow/config.mk WORK_HOME=/design/flow/orfs finish
### flow/config.mk
export PLATFORM = sky130hd
export DESIGN_NAME = Register
export DESIGN_NICKNAME = Register
export VERILOG_FILES = /design/flow/design.v
export SDC_FILE = /design/flow/constraint.sdc
export NUM_CORES = 4
export LEC_CHECK = 1
export CORE_AREA = 10 10 70 70
export DIE_AREA = 0 0 80 80
==> flow_metrics.env <==
# flow metrics
export IMPL_p_per_area_nw_per_um2=1370
export IMPL_final_comb_area_um2=68.8
export IMPL_gp_congestion=0.610
export IMPL_logic_family="multiplexers"
export IMPL_crit_cells=4
export IMPL_core_um2=3420
export IMPL_min_period_ns=0.946
export IMPL_edf_count=0
export IMPL_cts_buffers_inserted=3
export IMPL_die_w_um=80
export IMPL_drc=0
export IMPL_largest_registers="Dout (5)"
export IMPL_synthMuxAreaShare_pct=27.8
export IMPL_min_period_over_period_pct=94.6
export IMPL_hold_viol=0
export IMPL_worstHoldPathType="flip-flop to flip-flop"
export IMPL_status="finished, final reports clean"
export IMPL_synth_flops=5
export IMPL_grt_first_pass_wirelength_um=897
export IMPL_min_delay_start="Dout[3]$_SDFFE_PP0P_"
export IMPL_ff_latch_area_um2=106
export IMPL_dr_pass1_iters=2
export IMPL_clock_latency_ns=0.24
export IMPL_largest_register_ffs=5
export IMPL_ys_sh_simple_pct=10.4
export IMPL_io_buffer_count=12
export IMPL_grt_max_degree=6
export IMPL_finalInstanceArea_um2=387
export IMPL_area_leaders="dfxtp_1, mux2i_1, nor2_1"
export IMPL_ioPinCount=13
export IMPL_compound_area_share_pct=0
export IMPL_area_delta_synth_final_pct=115
export IMPL_placed_area_um2=354
export IMPL_dieArea_um2=6400
export IMPL_ys_chip_area_um2=180
export IMPL_synthCells=16
export IMPL_crit_type="input pin to flip-flop"
export IMPL_yosys_stat_cells=16
export IMPL_critPathMaxFanout=5
export IMPL_clk_path_buf_depth=2
export IMPL_path_clk_slew_ns=0.05
export IMPL_top_cells_by_count="dfxtp_1, mux2i_1, nor2_1"
export IMPL_reg2reg_from="Dout[1]$_SDFFE_PP0P_"
export IMPL_ys_warn_count=1
export IMPL_diodes=0
export IMPL_wl_per_cell_um=7.56
export IMPL_clock_sinks=5
export IMPL_ff2ff_path_depth=2
export IMPL_worstSetupStartpoint="En"
export IMPL_drt_initial_drc_count=3
export IMPL_grt_total_usage_pct=1.79
export IMPL_warning_count=25
export IMPL_cpPeakStageDelay_ns=0.45
export IMPL_ys_sh_xor_pct=0
export IMPL_cp_slowest_cell="clkdlybuf4s50_1"
export IMPL_synth_main_ff_cell="dfxtp_1"
export IMPL_worst_pin_slew_ns=0.203
export IMPL_p_leak_nw=0.152
export IMPL_antenna_found_initial=0
export IMPL_postSynthAreaPerCell_um2=11.3
export IMPL_cp_required_ns=1.13
export IMPL_antenna_left=0
export IMPL_postSynthSeqShare_pct=55.6
export IMPL_start_kind="input pin"
export IMPL_fin_skew_ns=0
export IMPL_synth_distinct_cells=4
export IMPL_grt_pass1_vias=177
export IMPL_fa_ha_area_share_pct=0
export IMPL_initCoreUtil_pct=5.27
export IMPL_top_register="Dout"
export IMPL_crit_chain="clkdlybuf4s50_1 > buf_4 > mux2i_1 > nor2_1"
export IMPL_cts_hold_buf=0
export IMPL_cts_tree="done"
export IMPL_die_y_um=80
export IMPL_slew_headroom_pct=86.4
export IMPL_async_reset_ff_share_pct=0
export IMPL_critPathArrivalTime_ns=1.08
export IMPL_r2r_end="Dout[1]$_SDFFE_PP0P_"
export IMPL_ir_drop_v=0.000139
export IMPL_syn_area_um2=180
export IMPL_timing_fmax_mhz=1060
export IMPL_r2r_setup_slack_ns=0.38
export IMPL_synth_top_cell_area_share_pct=55.6
export IMPL_viasPerCell=2.13
export IMPL_rsz0062_at_grt="no"
export IMPL_nFillCells=394
export IMPL_vias=166
export IMPL_cp_num_buf_inv=2
export IMPL_end_kind="flip-flop"
export IMPL_yosysTopAreaCell="dfxtp_1"
export IMPL_setup_violations=0
export IMPL_endpoint="Dout[1]$_SDFFE_PP0P_"
export IMPL_htreeDepth=1
export IMPL_final_util_pct=11.3
export IMPL_max_cap_violations=0
export IMPL_num_rows=21
export IMPL_grt_overflow_total=0
export IMPL_cp_top_family="buffers and inverters"
export IMPL_slew_violations=0
export IMPL_wirelength_um=590
export IMPL_drive_above_1_share_pct=28.1
export IMPL_cts_root_buf="clkbuf_4"
timing repair:
item                       in CTS  in global routing
hold endpoints to repair        0                  0
gates cloned                    0                  0
buffers inserted                0                  0
resized                        13                  2
setup endpoints to repair       5                  2
cell families (layout without fill, tap and decap cells):
family | count (synthesis) | in the layout
flip-flops | 5 | 5
multiplexers | 5 | 5
buffers and inverters | 1 | 17
AND/OR/NAND/NOR | 5 | 5
layout make-up:
type	count	area share, %
Timing Repair Buffer	13	33.0
Tap cell	46	14.9
Sequential cell	5	27.5
Clock buffer	4	6.80
Multi-Input combinational cell	10	17.8
tightest hold or removal path: cells and delay by family, from the launching register on:
family / cells / cell delay [ns]
and+or+nand+nor: 1 / 0.07
muxes: 1 / 0.06
DFF: 1 / 0.31
cells in the final DEF (no fill, tap or decap):
cell and n:
buf_4 1, dfxtp_2 5, mux2i_1 5, nor2_1 5, clkbuf_4 3, clkbuf_1 1
clkdlybuf4s15_1 5, clkdlybuf4s50_1 7
worst min-delay path by stage:
stage / cells after the start / endpoint
6_report: 2 / Dout[3]$_SDFFE_PP0P_
5_1_grt: 2 / Dout[3]$_SDFFE_PP0P_
4_1_cts: 2 / Dout[3]$_SDFFE_PP0P_
per-layer routing:
layer	global-route usage, %	routed length (µm)	vias to the layer above
met5	0	0	-
met4	1.58	46	0
met3	0.568	52	4
met2	2.89	313	7
met1	1.81	178	72
li1	-	-	83
stage by stage:
step	hold WS [ns]	power (W)	setup slack (ns)	TNS, ns	std cells
floorplan	0.272	0.000242	0.379	0	16
global placement	0.479	0.000298	-0.189	-0.893	74
detailed placement	0.483	0.000299	-0.199	-0.914	74
CTS	0.484	0.000543	0.000419	0	78
global route	0.511	0.000555	0.00408	0	78
finish	0.481	0.000530	0.0536	0	78
power breakdown:
group          switching (W)  internal, W  leakage (nW)
Combinational      0.0000201    0.0000510        0.0936
Sequential        0.00000550     0.000214        0.0430
Clock              0.0000879     0.000151        0.0150
Total               0.000113     0.000416         0.152
Power and IR drop assume default switching activity.
