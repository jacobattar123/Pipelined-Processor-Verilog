[flow/design.v]
`timescale 1ns / 1ps
module ALUControl(input [1:0] ALUOp, input [5:0] Funct, output reg [2:0] ALU_Control);
wire [8:0] ALUControlIn = {ALUOp,Funct};
always @(ALUControlIn) begin
    casex (ALUControlIn)
     8'b00xxxxxx : ALU_Control = 3'b000;  
     8'b01xxxxxx : ALU_Control = 3'b010;  
     8'b1x100010 : ALU_Control = 3'b010;  
     8'b1x100000 : ALU_Control = 3'b000;  
     8'b1x000000 : ALU_Control = 3'b101;  
     8'b1x000100 : ALU_Control = 3'b110;  
     8'b1x000111 : ALU_Control = 3'b111;  
     default: ALU_Control=3'b000;
     endcase  
end
endmodule
[flow/config.mk]
export PLATFORM = sky130hd
export DESIGN_NAME = ALUControl
export DESIGN_NICKNAME = ALUControl
export VERILOG_FILES = /design/flow/design.v
export SDC_FILE = /design/flow/constraint.sdc
export NUM_CORES = 4
export LEC_CHECK = 1
export CORE_AREA = 10 10 70 70
export DIE_AREA = 0 0 80 80
[flow/run.sh]
#!/bin/bash
# OpenROAD 26Q1-2900-gdf79404cd8, Yosys 0.63+post, stock flow scripts
make -C /OpenROAD-flow-scripts/flow DESIGN_CONFIG=/design/flow/config.mk WORK_HOME=/design/flow/orfs finish
[flow/constraint.sdc]
current_design ALUControl

set clk_period 1.1
set clk_io_pct 0.2

create_clock -name clk0 -period $clk_period

set non_clock_inputs [all_inputs -no_clocks]
set_input_delay [expr $clk_period * $clk_io_pct] -clock clk0 $non_clock_inputs
set_output_delay [expr $clk_period * $clk_io_pct] -clock clk0 [all_outputs]
==> reports/qor.csv <==
stage,metric,value,unit
sta,worst_pin_slew,162,ps
sta,post-route-worst-setup-slack,-298,ps
routing,route.antenna.diode_count,0,
hold_path,hold-path-endpoint,ALU_Control[0],
critical_path,arrival,1180,ps
yosys,synthMostInstantiatedCell,sky130_fd_sc_hd__nor2_1,
sta,report.final.setup_viol,3,
placement,post-dp-hpwl,340,um
clock_tree,cts_hold_buf,0,
sta,final-max-slew-violation-count,0,
critical_path,start_kind,input port,
layout,drive_above_1_share,0.643,
outcome,outcome,"complete, but fails checks",
placement,port_buffers,11,
critical_path,cpMaxStageDelayCell,sky130_fd_sc_hd__or4b_1,
critical_path,timing.critical_path.required,880,ps
routing,post-route-drc-count,0,
sta,post_route_worst_hold_slack,769,ps
floorplanning,die_w,80,um
global_route,global_route_wire_length_before_repair,717,um
hold_path,holdPathStages,4,
routing,drtAntennaViolNets,0,
placement,gp_routability_congestion,0.818,
yosys,synthTopCellsByArea,"sky130_fd_sc_hd__or4bb_1 (13%), sky130_fd_sc_hd__or4b_1 (12%), sky130_fd_sc_hd__a31o_1 (10%)",
power_and_ir_drop,leakage_component_of_the_power,0.107,nW
floorplanning,boundaryPins,11,
global_route,first_global_vias,166,
yosys,yosys.area.top_type_share,0.134,
placement,pre_cts_ws,-1050,ps
sta,final_period_minus_worst_setup_slack,1400,ps
routing,routed_wl,465,um
hold_path,worstHoldPathType,in -> out,
floorplanning,chip_area,0.00640,mm^2
routing,detailroute.via_count,162,
sta,relative_slew_slack,0.891,
critical_path,critical-path-max-stage-delay,510,ps
power_and_ir_drop,vdd_ir_drop_max,0.0225,mV
yosys,syn_area,83.8,um^2
floorplanning,initCoreUtil,0.0245,
layout,num-clock-buffers,0,
outcome,failed_checks,setup timing,
yosys,yosysTopAreaCell,sky130_fd_sc_hd__or4bb_1,
routing,drt_iter0_drc,3,
global_route,grt_ovf,0,
sta,clock.fmax,715,MHz
yosys,synth-seq-area-share,0,
layout,layout.core_utilization,0.0861,
critical_path,crit_path_end_kind,output port,
routing,drt-vias-per-instance,2.19,
floorplanning,dieHeight,80,um
sta,period_used_share,1.27,
yosys,synth.avg_cell_area,6.99,um^2
floorplanning,fp-row-count,21,
yosys,synthDistinctLibCells,11,
layout,area.growth.synth_to_final,251,%
layout,seqCellArea,0,um^2
layout,final.fill_count,401,
layout,design.seq.count,0,
sta,final_hold_viol_count,0,
floorplanning,core_region_area,0.00342,mm^2
routing,drt-pass1-iter-count,2,
critical_path,path_cells,buf_8 -> or4b_1 -> o211ai_1 -> a31o_1 -> buf_2,
critical_path,worst-path-max-fanout,4,
yosys,ys_area,83.8,um^2
flow_run,drv.max_cap_violation_count,0,
global_route,grt_max_degree,6,
yosys,ys_cells,12,
power_and_ir_drop,power.density_cell_area,241,mW/mm^2
global_route,antenna_found_initial,0,
routing,avgRoutedWirePerCell,6.28,um
global_route,grt_usage,0.0132,
critical_path,critical_path_class,in -> out,
yosys,yosys_warnings,1,
yosys,synthCells,12,
sta,grt_setup_unrepaired,yes,
flow_run,number_of_warnings_in_the_stage_logs,35,
hold_path,min_from,Funct[2],
-- routing by layer --
metal  up-vias  global-route usage  share of wire
met5         -                   0              0
met4         0                   0              0
met3         0             0.00682           0.17
met2        10              0.0193           0.34
met1        71              0.0178           0.50
li1         81                   -              -
-- worst max-delay path by stage --
stage	from	end	slack, ps
4_1_cts	Funct[0]	ALU_Control[1]	-310
5_1_grt	Funct[1]	ALU_Control[1]	-360
6_report	Funct[1]	ALU_Control[1]	-300
-- critical path: cells and delay by family --
kind,cells,cell delay [ps]
compound gates,2,260
buf+inv,2,190
simple gates,1,510
-- where the power goes --
part | internal [mW] | switching [mW] | leakage (nW) | total [mW]
registers | 0 | 0 | 0 | 0
clock network | 0 | 0 | 0 | 0
logic | 0.0475 | 0.0234 | 0.107 | 0.0708
total | 0.0475 | 0.0234 | 0.107 | 0.0708
-- cells by family (layout without fill, tap and decap cells) --
kind of cell    count (synthesis)  in the layout  synth area share
compound gates                  4              4             0.343
buf+inv                         0             16                 0
simple gates                    8              8             0.657
-- metrics by stage --
step,instance area (um^2),instances,power (mW),TNS [ps]
5_1_grt,294,74,0.0785,-915
6_report,294,74,0.0708,-696
2_1_floorplan,83.8,12,0.0141,-51.8
3_3_place_gp,259,70,0.0572,-2660
4_1_cts,265,72,0.0601,-458
3_5_place_dp,259,70,0.0584,-2720
-- timing repair --
item | 4_1_cts | 5_1_grt
setup endpoints to repair | 3 | 3
gates resized | 40 | 3
setup buffers | 2 | 2
pin swaps | 8 | 5
-- cell usage in the layout (no fill, tap or decap), drive strengths merged --
master,Yosys,layout
a21oi,1,1
a31o,1,1
buf,0,14
clkdlybuf4s50,0,1
dlygate4sd2,0,1
nand3,1,1
nand3b,1,1
nor2,2,2
nor2b,1,1
o211ai,1,1
o21a,1,1
or3,1,1
or4b,1,1
or4bb,1,1
-- final cells by class --
cell class | count | area, um^2 | area share
multi-input cells | 12 | 103 | 0.349
well taps | 46 | 57.6 | 0.196
repair buffers | 16 | 134 | 0.455
Power figures rest on the tool's default switching activity, not on a simulated workload.
